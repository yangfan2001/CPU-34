==> design/flow/design.v <==
`timescale 1ns / 1ps
module divider(clk,rst,clk_out);
input clk,rst;
output reg clk_out=0;
parameter width=5; 
integer count=0;
always@(posedge clk)
begin
if(rst==1)
begin
clk_out<=0;
count=0;
end
if(count<width/2-1)
count=count+1;
else
begin
count=0;
clk_out=~clk_out;
end
end
endmodule
==> design/flow/run.sh <==
#!/bin/bash
# OpenROAD 26Q1-2900-gdf79404cd8, Yosys 0.63+post, stock flow scripts
make -C /OpenROAD-flow-scripts/flow DESIGN_CONFIG=/design/flow/config.mk WORK_HOME=/design/flow/orfs finish
==> design/flow/config.mk <==
export PLATFORM = sky130hd
export DESIGN_NAME = divider
export DESIGN_NICKNAME = divider
export VERILOG_FILES = /design/flow/design.v
export SDC_FILE = /design/flow/constraint.sdc
export NUM_CORES = 4
export LEC_CHECK = 1
export CORE_AREA = 10 10 101 101
export DIE_AREA = 0 0 111 111
==> design/flow/constraint.sdc <==
current_design divider

set clk_period 8.0
set clk_io_pct 0.2

create_clock -name clk0 -period $clk_period [get_ports {clk}]

set non_clock_inputs [all_inputs -no_clocks]
set_input_delay [expr $clk_period * $clk_io_pct] -clock clk0 $non_clock_inputs
set_output_delay [expr $clk_period * $clk_io_pct] -clock clk0 [all_outputs]
==> run notes <==
run metrics: library cell with the highest instance count after synthesis dfxtp_1, average size of a mapped cell 9.07 um2, Fin Setup TNS 0 ns, area inside the core boundary 8130 um2, leftover overflow at the end of global routing 0, cell at the root of the clock tree clkbuf_8, detailed router's first-iteration violation count 107, die span in x 111 um, average via count per standard cell 4.79, number of buffers added to fix hold violations after cts 0, count of yosys warnings during synthesis 1, Achievable Freq 0.257 GHz, gp weighted congestion 0.822, die height 111 um, remaining design rule violation count 0, final instance count without filler cells 302, detailed-route via count 1448, number of placed instances with taps included 295, Tool Warnings 26, top sig layer met4, Metal-1 WL 1840 um, wire length of the first global-routing pass 6380 um, Async S/R FF share, synth 0, remaining number of nets flagged by the antenna check after routing 0, status finished, final reports clean, Worst Tran Pin Value 0.551 ns, Max-Cap Viols 0, clock buffers created by TritonCTS 5, yosys stat chip area 1770 um2, vias in the first global route 1323, internal power 0.252 mW, maximum clock insertion buffer count 2, Antenna diodes 0, Area contributors post-synth dfxtp_1 36%, a211oi_1 5.9%, o31ai_1 5.1%, clk slew on worst S/H paths 0.06 ns, Worst Skew 0.00912 ns, switching share of power 0.292, maximum fanout encountered on the critical timing path 34, total setup violations reported at the end of the flow 0, Clock H-tree levels 2, IO Count 3, overall routing resource usage 0.0585, Mapped Cells 195, startpoint kind of the worst setup timing path input pin, combined area of all synthesized cells 1770 um2, most area-hungry cell type in the Yosys netlist dfxtp_1, number of pins with negative max-slew slack in the final report 0, clock network latency to the later pin of the worst-skew pair 0.28 ns, sequential share of the synthesized area 0.379, HPWL after detailed placement 2480 um, met2 wire len 1580 um, fillcell total 851, final clock period utilization by the worst path 0.486, Dominant flop cell dfxtp_1, normalized max-slew margin 0.633, Max rail drop VDD 45.0 uV, worst path arrival time 4.09 ns, Yosys Instances 195, proportion of power drawn by flip-flops and latches 0.506, flip-flop and latch count after synthesis 33, Sequential cell area 671 um2, initial antenna violation count 0, post-synth tally of flip-flops with integrated enable 1, category of the worst setup path capture point register, die outline area 12300 um2, Final Hold Violating Endpoints 0, Period minus WS final 3.89 ns, path type of the worst min-delay path reg2reg, count of unique library cells instantiated by Yosys 37, share of post-route cells with drive strength above 1 0.0761, drt first pass iters 4, CTS tree built, largest net degree at the start of global routing 35, share of power burned in combinational logic 0.167, number of clock sinks seen by CTS 33, area taken by multi-input logic gates 1010 um2, unrepaired setup endpoints after global routing false, most used standard cells in the synthesized netlist 32 x dfxtp_1, 16 x nand2_1, 14 x a211oi_1, 14 x nand3_1, routed length on met3 146 um, category of the critical setup timing path in2reg, number of cell rows 33, total setup buffers inserted after CTS 0, top area contributor share 0.362, Leakage 0.611 nW, net switching component of the power 0.104 mW, routed wirelength normalized by instance count 12.0 um, area added between synthesis and finish 9.62%, share of total power in the clock network 0.328, post-cts gate resize count 0, Cell Pwr Density 184 nW/um2, initial cell density of the core 0.218, overall routed net length 3620 um, number of input and output port buffers inserted 2, Worst Path Required 8.20 ns
[registers in the layout, summed over array words and instances, names as in the netlist]
signal and count:
count 32, clk_out 1
[metal layers]
| metal | GRT usage | vias to the layer above |
|---|---|---|
| met5 | 0 | - |
| met4 | 0.0122 | 0 |
| met3 | 0.0170 | 2 |
| met2 | 0.0884 | 20 |
| met1 | 0.0810 | 662 |
| li1 | - | 764 |
[power groups by stage]
stage / clock, mW / combinational (mW) / sequential, mW
6_report: 0.117 / 0.0593 / 0.180
5_1_grt: 0.126 / 0.0686 / 0.181
4_1_cts: 0.120 / 0.0599 / 0.180
[area by class of cell]
| class | instances | area share |
|---|---|---|
| clock inverters | 1 | 0.00258 |
| inverters | 4 | 0.00774 |
| flip-flops and latches | 33 | 0.346 |
| well taps | 105 | 0.0677 |
| repair buffers | 4 | 0.0181 |
| clock buffers | 6 | 0.0374 |
| multi-input cells | 149 | 0.521 |
[through the flow]
stage	setup WS (ns)	power, mW	hold slack, ns	area [um2]	util
finish	4.11	0.356	0.489	1940	0.238
global route	3.79	0.376	0.495	1940	0.238
CTS	4.12	0.360	0.489	1940	0.238
detailed placement	3.82	0.243	0.469	1860	0.229
global placement	3.85	0.243	0.473	1860	0.229
floorplan	4.71	0.229	0.442	1770	-
[cell usage in the layout (no fill, tap or decap), drive strengths merged, types with 2 or more instances in the layout]
cell            n
nand2          16
nor4            7
buf             2
a211oi         14
nor3           11
nor2b           6
and4b           2
or3             5
and3            3
xor2            8
a21oi           4
o21ai           5
dfxtp          32
clkbuf          6
nor2            4
o31ai          12
ha              2
clkdlybuf4s50   2
and4            3
nand4          11
nand3          14
or4            12
inv             4
xnor2           4
[critical path: stages]
cell,delay [ns]
clkdlybuf4s50_1,0.45
buf_4,0.32
inv_1,0.16
nand2_1,0.11
ha_1,0.16
nor4b_1,0.22
nand4_1,0.12
o211a_1,0.44
buf_4,0.30
nor3_1,0.18
[cell families after synthesis]
family                     synth area share
xor gates and xnor gates             0.0594
AOI/OAI and AO/OA                     0.146
DFF                                   0.379
buffers and inverters                0.0502
adders and majority gates            0.0141
and+or+nand+nor                       0.351
[path summary, 6_finish.rpt]
kind | from | endpoint | slack (ns) | cells after the start
setup / recovery | rst | count[9]$_SDFF_PN0_ | 4.11 | 10
hold / removal | count[30]$_SDFF_PN0_ | count[31]$_SDFF_PN0_ | 0.49 | 1
setup reg to reg | count[2]$_SDFF_PN0_ | count[17]$_SDFF_PN0_ | 5.86 | 4
hold reg to reg | count[30]$_SDFF_PN0_ | count[31]$_SDFF_PN0_ | 0.49 | 1
Power figures rest on the tool's default switching activity, not on a simulated workload.
