===== flow/config.mk =====
export PLATFORM = sky130hd
export DESIGN_NAME = seg7x16
export DESIGN_NICKNAME = seg7x16
export VERILOG_FILES = /design/flow/design.v
export SDC_FILE = /design/flow/constraint.sdc
export NUM_CORES = 4
export LEC_CHECK = 1
export CORE_UTILIZATION = 50

===== flow/constraint.sdc =====
current_design seg7x16

set clk_period 2.1
set clk_io_pct 0.2

create_clock -name clk0 -period $clk_period [get_ports {clk}]

set non_clock_inputs [all_inputs -no_clocks]
set_input_delay [expr $clk_period * $clk_io_pct] -clock clk0 $non_clock_inputs
set_output_delay [expr $clk_period * $clk_io_pct] -clock clk0 [all_outputs]

===== flow/run.sh =====
#!/bin/bash
# OpenROAD 26Q1-2900-gdf79404cd8, Yosys 0.63+post, stock flow scripts
make -C /OpenROAD-flow-scripts/flow DESIGN_CONFIG=/design/flow/config.mk WORK_HOME=/design/flow/orfs finish

===== flow/design.v =====
`timescale 1ns / 1ps
`timescale 1ns / 1ps
module seg7x16(
    input clk,
	 input reset,
	 input cs,
	 input [31:0] i_data,
	 output [7:0] o_seg,
	 output [7:0] o_sel
    );
    reg [14:0] cnt;
	 always @ (posedge clk, posedge reset)
      if (reset)
        cnt <= 0;
      else
        cnt <= cnt + 1'b1;
    wire seg7_clk = cnt[14]; 
	 reg [2:0] seg7_addr;
	 always @ (posedge seg7_clk, posedge reset)
	   if(reset)
		  seg7_addr <= 0;
		else
		  seg7_addr <= seg7_addr + 1'b1;
	 reg [7:0] o_sel_r;
	 always @ (*)
	   case(seg7_addr)
		  7 : o_sel_r = 8'b01111111;
		  6 : o_sel_r = 8'b10111111;
		  5 : o_sel_r = 8'b11011111;
		  4 : o_sel_r = 8'b11101111;
		  3 : o_sel_r = 8'b11110111;
		  2 : o_sel_r = 8'b11111011;
		  1 : o_sel_r = 8'b11111101;
		  0 : o_sel_r = 8'b11111110;
		endcase
	 reg [31:0] i_data_store;
	 always @ (posedge clk, posedge reset)
	   if(reset)
		  i_data_store <= 0;
		else if(cs)
		  i_data_store <= i_data;
	 reg [7:0] seg_data_r;
	 always @ (*)
	   case(seg7_addr)
		  0 : seg_data_r = i_data_store[3:0];
		  1 : seg_data_r = i_data_store[7:4];
		  2 : seg_data_r = i_data_store[11:8];
		  3 : seg_data_r = i_data_store[15:12];
		  4 : seg_data_r = i_data_store[19:16];
		  5 : seg_data_r = i_data_store[23:20];
		  6 : seg_data_r = i_data_store[27:24];
		  7 : seg_data_r = i_data_store[31:28];
		endcase
	 reg [7:0] o_seg_r;
	 always @ (posedge clk, posedge reset)
	   if(reset)
		  o_seg_r <= 8'hff;
		else
		  case(seg_data_r)
		    4'h0 : o_seg_r <= 8'hC0;
          4'h1 : o_seg_r <= 8'hF9;
          4'h2 : o_seg_r <= 8'hA4;
          4'h3 : o_seg_r <= 8'hB0;
          4'h4 : o_seg_r <= 8'h99;
          4'h5 : o_seg_r <= 8'h92;
          4'h6 : o_seg_r <= 8'h82;
          4'h7 : o_seg_r <= 8'hF8;
          4'h8 : o_seg_r <= 8'h80;
          4'h9 : o_seg_r <= 8'h90;
          4'hA : o_seg_r <= 8'h88;
          4'hB : o_seg_r <= 8'h83;
          4'hC : o_seg_r <= 8'hC6;
          4'hD : o_seg_r <= 8'hA1;
          4'hE : o_seg_r <= 8'h86;
          4'hF : o_seg_r <= 8'h8E;
		  endcase
	 assign o_sel = o_sel_r;
	 assign o_seg = o_seg_r;
endmodule

==> flow_summary.yaml <==
# yosys + openroad results
die:
  core_um2: 5140
  fp-row-count: 26
  initCoreUtil_pct: 52.3
  die_x_um: 75.4
  die_area_um2: 5680
  die_h_um: 75.4
  ioPinCount: 51
final_timing:
  grt_setup_unrepaired: "no"
  fin_tns_setup_ps: 0
  skew_ps: 8.52
  untimed_endpoints: 11
  finalSetupViolations: 0
  finalHoldViolCount: 0
  unclocked_regs: 3
  min_period_ps: 1940
  fmax_ghz: 0.514
  finalMaxSlewViolations: 0
  fin_hold_ws_ps: 373
  fin_crit_sh_pct: 92.6
  fin_ws_ps: 155
synth:
  synthMuxAreaShare_pct: 14.2
  syn_area_per_cell_um2: 12.5
  ys_sh_simple_pct: 10.1
  syn_inst: 215
  synth-compound-area-share_pct: 9.63
  synthTopLogicFamily: "multiplexers"
  syn_area_um2: 2690
  ys_warn_count: 1
  yosysTopAreaCell: "dfrtp_1"
  area_leaders: "dfrtp_1 47%, mux2_2 14%, dfstp_2 6.8%"
  edf_count: 0
  ys_seq_share_pct: 53.3
  ys_ff: 57
  ys_types: 47
  ff_type: "dfrtp_1"
  ys_sh_adder_pct: 3.63
  synth_xor_xnor_area_share_pct: 4.88
  ys_cells: 215
  yosysTopAreaCellShare_pct: 46.5
  async_reset_ff_share_pct: 100
  yosys_area_um2: 2690
routing:
  viasPerCell: 5.26
  antenna_cells: 0
  wl_per_cell_um: 14.5
  drtAntennaViolNets: 0
  wl_um: 4850
  top_layer_used: "met4"
  wl_met1_um: 2330
  via_count: 1763
  wl_met2_um: 2290
  wl_met3_um: 184
  drc: 0
  drt_iter0_markers: 69
  drt_pass1_iterations: 4
cts:
  hold_buffers: 0
  clk_path_buf_depth: 2
  clock_latency_ps: 300
  post_cts_buffers: 0
  cts_made_buffers: 5
  clkSlewWorstSetupHoldPaths_ps: 90
  htree_levels: 2
  cts_resized: 1
  cts_tree: "yes"
  cts_root_buf: "clkbuf_8"
cells_and_area:
  finish.instance_area_um2: 3370
  syn_to_final_growth_pct: 25.2
  comb_area_um2: 1150
  fillers: 419
  register_area_um2: 1440
  drive_gt1_share_pct: 24.2
status:
  status: "finished clean"
power:
  vdd_ir_drop_max_uv: 354
  power_density_nw_per_um2: 624
  power_leakage_uw: 0.00139
global_routing:
  grtUsageTotal_pct: 19.1
  grt-ovfl-total: 0
  grt_max_degree: 45
  grt_pass1_wl_um: 7800
  antenna_found_initial: 0
  grt_pass1_vias: 1630
place:
  placed_cell_area_um2: 3260
  hpwl_um: 3460
  dp_slack_ps: 18.7
  gp_congestion: 0.780
  port_buffers: 49
run:
  maxCapViolations: 0
  warning_count: 30
critical_path:
  path_max_fanout: 8
  required_ps: 2320
  endpoint_kind: "register"
  cp-start-kind: "register"
  worstPathArrival_ps: 2170
  worstSetupPathType: "register to register"
worst_hold_path:
  hold_path.class: "primary input to async pin"
[cell usage in the layout, fill, tap and decap left out, types with 2 or more instances in the layout]
master | netlist | final
dfrtp_1 | 50 | 50
clkdlybuf4s50_1 | 0 | 49
mux2_2 | 33 | 33
nand2_1 | 13 | 13
xnor2_1 | 11 | 11
inv_1 | 11 | 10
nand3_1 | 9 | 9
ha_1 | 7 | 7
dfstp_2 | 7 | 7
clkbuf_8 | 0 | 6
a22o_1 | 5 | 5
nor3_1 | 4 | 4
nand4_1 | 4 | 4
xor2_1 | 4 | 4
nor2_1 | 4 | 4
o21ai_0 | 3 | 3
or4b_1 | 3 | 3
buf_4 | 1 | 3
a221o_1 | 2 | 2
a31o_2 | 2 | 2
a22oi_1 | 2 | 2
a31oi_1 | 2 | 2
a31oi_2 | 2 | 2
o211ai_1 | 2 | 2
o22ai_1 | 2 | 2
buf_12 | 0 | 2
[worst max-delay path: stages (launching register included)]
cell and delay, ps:
dfrtp_1 390, mux2_2 270, a221oi_2 310, a31oi_2 240, or4b_1 550, o211ai_1 100
[cells in the mapped netlist, drive strengths merged (2+ instances only)]
cell type   n
nor2        4
xor2        4
buf         7
a31o        3
or4         2
or4b        3
nand3       9
o21ai       3
a22oi       2
clkbuf      5
a31oi       5
nor3        4
nand2b      2
o22ai       2
nand4       4
a221o       2
mux2       33
dfrtp      50
xnor2      11
ha          7
inv        11
a22o        5
dfstp       7
nand2      13
o211ai      2
[cells by family (layout without fill, tap and decap cells)]
group / after synthesis / in the layout
AND-OR/OR-AND: 29 / 29
other: 1 / 1
adder cells (fa/ha/maj): 8 / 8
XOR/XNOR: 15 / 15
multiplexers: 34 / 34
AND/OR/NAND/NOR: 48 / 48
flip-flops: 57 / 57
buffers and inverters: 23 / 73
[metrics by stage]
stage                     utilization (%)  cells  total power (uW)
after floorplan                         -    215              1360
after global placement               63.5    327              1510
after detailed placement             63.5    327              1520
after CTS                            65.5    335              2140
after global routing                 65.5    335              2220
final                                65.5    335              2100
[state kept, by name (all words and copies together), names as in the netlist]
signal and cells:
i_data_store 32, cnt 15, seg7_addr 3, o_seg_r 7
[where the power goes]
part           total, uW  switching, uW  internal (uW)
Sequential          1170           37.0           1140
Clock                609            337            272
Combinational        317            116            201
Total               2100            490           1610
[per-layer routing]
layer | vias to the layer above | track usage [%]
met5 | - | 0
met4 | 0 | 1.85
met3 | 4 | 3.22
met2 | 36 | 28.9
met1 | 855 | 32.2
li1 | 868 | -
[path summary, 6_finish.rpt]
kind / start / end / slack, ps / depth (start not counted)
min: reset / i_data_store[3]$_DFFE_PP0P_ / 370 / 2
max reg2reg: i_data_store[5]$_DFFE_PP0P_ / o_seg_r[0]$_DFFE_PP1P_ / 160 / 5
min reg2reg: cnt[6]$_DFF_PP0_ / cnt[6]$_DFF_PP0_ / 460 / 1
max: i_data_store[5]$_DFFE_PP0P_ / o_seg_r[0]$_DFFE_PP1P_ / 160 / 5
max in group asynchronous: reset / i_data_store[31]$_DFFE_PP0P_ / 1210 / 3
min in group clk0: cnt[6]$_DFF_PP0_ / cnt[6]$_DFF_PP0_ / 460 / 1
[final cells by class]
| cell class | count | share of cell area (%) |
|---|---|---|
| Timing Repair Buffer | 54 | 16.4 |
| Sequential cell | 57 | 42.6 |
| Multi-Input combinational cell | 135 | 34.2 |
| Clock inverter | 2 | 0.483 |
| Tap cell | 70 | 2.60 |
| Inverter | 11 | 1.23 |
| Clock buffer | 6 | 2.45 |
Power figures rest on the tool's default switching activity, not on a simulated workload.
